==> design/flow/design.v <==
module mux#(parameter WL = 32)
		(	
		input sel,	
		input [WL-1:0]a, b,
		output [WL-1:0]out
		);
		always @(sel)begin
			case(sel)
			1'b0 :	out = a;	 
			1'b1 : 	out = b;	 
			endcase
		end
	endmodule
==> design/flow/config.mk <==
export PLATFORM = sky130hd
export DESIGN_NAME = mux
export DESIGN_NICKNAME = mux
export VERILOG_FILES = /design/flow/design.v
export SDC_FILE = /design/flow/constraint.sdc
export NUM_CORES = 4
export LEC_CHECK = 1
export CORE_AREA = 10 10 71 71
export DIE_AREA = 0 0 81 81
==> design/flow/constraint.sdc <==
current_design mux

set clk_period 1.0
set clk_io_pct 0.2

create_clock -name clk0 -period $clk_period

set non_clock_inputs [all_inputs -no_clocks]
set_input_delay [expr $clk_period * $clk_io_pct] -clock clk0 $non_clock_inputs
set_output_delay [expr $clk_period * $clk_io_pct] -clock clk0 [all_outputs]
==> design/flow/run.sh <==
#!/bin/bash
# OpenROAD 26Q1-2900-gdf79404cd8, Yosys 0.63+post, stock flow scripts
make -C /OpenROAD-flow-scripts/flow DESIGN_CONFIG=/design/flow/config.mk WORK_HOME=/design/flow/orfs finish
==> impl_metrics.py <==
# Physical implementation metrics
metrics = {
    "synth": {
        "yosys_cells": 36,
        "syn_area_um2": 544,
        "syn_area_per_cell_um2": 15.1,
        "yosysWarnings": 3,
        "ys_seq_frac": 0,
        "synth_cell_types": 4,
        "synth_cells": 36,
        "ys_chip_area_um2": 544,
    },
    "timing": {
        "hold_viol_final": 0,
        "max_freq_mhz": 848,
        "slew_violations": 0,
        "rsz0062_at_grt": "yes",
        "period_needed_ns": 1.18,
        "relSlewSlack": 0.942,
        "fin_tns_setup_ns": -3.30,
        "min_period_over_period": 1.18,
        "timing.final.setup_violations": 32,
        "tightest_slew_ns": 0.0870,
        "fin_ws_ns": -0.179,
        "hold_slack_ns": 0.691,
    },
    "setup_path": {
        "cp-endpoint": "out[4]",
        "cp.arrival_ns": 0.98,
        "crit_path_end_kind": "output port",
        "crit_path_start_kind": "primary input",
        "critPathMaxFanout": 6,
        "criticalPathCategory": "in2out",
        "worst_ep_required_time_ns": 0.80,
        "crit_start": "sel",
    },
    "run_status": {
        "outcome": "complete, but fails checks",
        "violations": "negative setup slack",
    },
    "detailed_routing": {
        "antenna_cells": 0,
        "viasPerCell": 3.82,
        "drt-pass1-iter-count": 2,
        "wirelength_um": 2880,
        "drc_errors": 0,
        "drtAntennaViolNets": 0,
        "wl_per_cell_um": 15.4,
        "drtIter0Drc": 3,
        "dr_total_vias": 715,
    },
    "placed_design": {
        "portBuffers": 97,
        "pre_cts_slack_ns": -0.512,
        "gp_congestion": 0.832,
        "hpwl_um": 2500,
    },
    "grt": {
        "grt_overflow": 0,
        "grt_pass1_vias": 764,
        "grt_pass1_wl_um": 4140,
        "grt.total_usage": 0.0779,
        "grt_max_degree": 11,
        "antenna_found_initial": 0,
    },
    "power_and_ir_drop": {
        "power_mw": 0.624,
        "irDropWorstVdd_v": 0.000169,
        "p_leak_nw": 0.872,
        "p_per_area_mw_per_mm2": 392,
    },
    "floorplanning": {
        "design.core.area_mm2": 0.00363,
        "fp-row-count": 22,
        "dieArea_mm2": 0.00656,
        "chipHeight_um": 81,
        "ios": 97,
        "die_width_um": 81,
        "fp_util": 0.150,
    },
    "job": {
        "warnings": 34,
        "maxCapViolations": 0,
    },
    "cells_and_area": {
        "register_area_um2": 0,
        "nClkBuffers": 0,
        "area_growth_pct": 192,
        "drive_gt1_frac": 0.540,
        "n_sequential_cell": 0,
    },
    "worst_hold_path": {
        "hold_class": "in2out",
    },
}
-- stage by stage --
step	std cells	utilization	cell area, µm²
final	187	0.438	1590
after detailed placement	179	0.424	1540
after CTS	186	0.423	1540
after floorplan	36	-	544
after global routing	187	0.438	1590
after global placement	179	0.424	1540
-- cell usage after synthesis --
master	count	share of area
mux2_2	2	0.041
buf_6	1	0.021
buf_12	3	0.11
mux2_4	30	0.83
-- critical path: stages --
cell    delay (ns)
buf_12        0.12
buf_12        0.13
buf_12        0.12
mux2_4        0.29
buf_6         0.11
-- worst min path at each step --
stage / startpoint / endpoint / slack (ns) / depth (start not counted)
4_1_cts: sel / out[29] / 0.75 / 3
5_1_grt: a[29] / out[29] / 0.72 / 3
6_report: b[29] / out[29] / 0.69 / 3
-- power breakdown --
part           internal [mW]  switching (mW)
logic                  0.487           0.137
clock network              0               0
registers                  0               0
total                  0.487           0.137
-- cell type report --
cell class / count / area (µm²)
multi-input combinational: 32 / 477
fill: 357 / 2040
timing repair buffer: 107 / 1050
tap: 48 / 60.1
-- cells in the final DEF (no fill, tap or decap), drive strengths merged --
cell type,netlist,final
dlygate4sd2,0,51
buf,4,43
mux2,32,32
clkdlybuf4s50,0,9
dlymetal6s2s,0,4
-- cells by family (layout without fill, tap and decap cells) --
family	count (synthesis)	count (layout)	share of synthesized area
muxes	32	32	0.869
buffers and inverters	4	107	0.131
-- timing repair --
| action | 4_1_cts | 5_1_grt |
|---|---|---|
| hold endpoints to repair | 0 | 0 |
| setup endpoints to repair | 32 | 32 |
| resized | 171 | 10 |
| gates cloned | 2 | 0 |
| buffers inserted | 5 | 1 |
| hold buffers | 0 | 0 |
-- routing by layer --
metal / GRT usage / share of wire
met1: 0.0903 / 0.37
met2: 0.143 / 0.50
met3: 0.0278 / 0.12
met4: 0 / 0
met5: 0 / 0
Power and IR drop assume default switching activity.
